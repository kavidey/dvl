$ cat /design/flow/config.mk
export PLATFORM = sky130hd
export DESIGN_NAME = h_bridge
export DESIGN_NICKNAME = h_bridge
export VERILOG_FILES = /design/flow/design.v
export SDC_FILE = /design/flow/constraint.sdc
export NUM_CORES = 4
export LEC_CHECK = 1
export CORE_AREA = 10 10 70 70
export DIE_AREA = 0 0 80 80
$ cat /design/flow/constraint.sdc
current_design h_bridge

set clk_period 1.4
set clk_io_pct 0.2

create_clock -name clk0 -period $clk_period [get_ports {clk}]

set non_clock_inputs [all_inputs -no_clocks]
set_input_delay [expr $clk_period * $clk_io_pct] -clock clk0 $non_clock_inputs
set_output_delay [expr $clk_period * $clk_io_pct] -clock clk0 [all_outputs]
$ cat /design/flow/design.v
module h_bridge (
    input logic clk,
    rst,
    input logic [1:0] state,
    output logic hlh,
    hll,
    hrh,
    hrl
);
  logic [5:0] counter;
  always @(posedge clk) counter <= counter + 1;
  assign clkdiv = counter[5];
  always_comb begin : output_logic
    case (state)
      2'b00: begin
        hlh = 0;
        hll = 0;
        hrh = 0;
        hrl = 0;
      end
      2'b01: begin
        hlh = 0;
        hll = 1;
        hrh = 0;
        hrl = 1;
      end
      2'b10: begin
        hlh = clkdiv;
        hll = ~clkdiv;
        hrh = ~clkdiv;
        hrl = clkdiv;
      end
      default: begin
        hlh = 0;
        hll = 0;
        hrh = 0;
        hrl = 0;
      end
    endcase
  end
endmodule
$ cat /design/flow/run.sh
#!/bin/bash
# OpenROAD 26Q1-2900-gdf79404cd8, Yosys 0.63+post, stock flow scripts
make -C /OpenROAD-flow-scripts/flow DESIGN_CONFIG=/design/flow/config.mk WORK_HOME=/design/flow/orfs finish
==> summary.rpt <==
RUN METRICS
----------------------------------------------------
[Clock network]
  Total CTS buffers ........................ 3
  Clk Tree Root Cell ........................ clkbuf_4
  Clock slew at the register clock pins of the worst setup and hold paths ........................ 0.04 ns
  Hold buffer count at cts ........................ 0
  Sinks on the clock net ........................ 6
  H-tree lvl count ........................ 1
  Clock tree from TritonCTS ........................ yes
  Maximum clock insertion buffer count ........................ 2
  Clock latency on the worst-skew pair ........................ roughly 0.24 ns

[Cells and area]
  Top register by number of flip-flops ........................ counter
  Number of filler cells placed in the layout ........................ 396
  Fraction of final layout cells with drive strength greater than 1 ........................ about 43%
  Most common cell after layout, fill and taps aside ........................ dfxtp_1
  Max FFs per register ........................ 6
  Largest registers in the final layout ........................ counter: 6 flops
  Synthesis-to-layout area growth ........................ 66.3%
  Top library cells by usage in the layout, fill and taps aside ........................ dfxtp_1 (6), nand3_1 (3), xnor2_1 (3), clkbuf_4 (3)

[GRT]
  Number of antenna violations at the first check in global routing ........................ 0
  GRT Total Usage ........................ between 1.5 and 2%
  Maximum number of pins on one net before global-route repair ........................ 5
  Global-route wire length before repair ........................ 952 um
  Via count of the first global-routing pass ........................ ~230
  Total congestion overflow after global routing ........................ 0

[Synth]
  Number of synthesized register bits ........................ 6
  Post-synth area from yosys stat ........................ approximately 250 sq um
  Number of warnings issued by yosys ........................ 2
  Cell area after synthesis ........................ between 200 and 300 sq um
  Unique cell type count in the Yosys netlist ........................ 10
  Post-synthesis area per instance ........................ 9.72 sq um
  Gate count of the mapped netlist ........................ 26
  Total cells reported by yosys after synthesis ........................ 26
  Register area share after synthesis ........................ between 40% and 50%

[Worst hold path]
  Worst Hold Path Cells ........................ 1
  Worst hold path class ........................ reg -> reg

[Floorplan]
  Width of the die ........................ roughly 80 um
  Placeable Area ........................ 3420 sq um
  I/O pin count ........................ 8
  Die Y ........................ 80 um
  FP Rows ........................ 21
  Total Die Area ........................ between 6000 and 7000 sq um
  Pre-placement core utilization ........................ between 7 and 8%

[Place]
  Post-detailed-placement half-perimeter wirelength ........................ about 380 um
  Placer congestion estimate ........................ 0.756
  Port bufs ........................ 6

[Setup path]
  CP Capture Point ........................ hlh
  Category of the critical setup timing path ........................ in -> out
  Arrival time worst endpoint ........................ 1.07 ns
  Critical R2R Capture ........................ counter[4]
  Launching point of the worst reg2reg path ........................ counter[0]
  Worst reg2reg path depth ........................ 3
  Data required time of the critical path ........................ between 1 and 1.5 ns
  Launch point of the critical path ........................ state[0]
  Crit path max fanout ........................ 2
  Setup slack of the most critical reg-to-reg path ........................ 0.49 ns
  Kind of start point of the critical path ........................ input pin
  Category of the worst setup path capture point ........................ output pin

[Detailed routing]
  Routed wire length ........................ a little over 500 um
  Antenna viol nets, final ........................ 0
  Diode insertion count for antenna repair ........................ 0
  Post-DR vias/cell ........................ ~2.4
  Final routed DRC violation total ........................ 0
  Number of DRC violations after detailed-routing iteration 0 ........................ 2
  Average routed wire per standard cell ........................ approximately 6.2 um
  Vias post-DR ........................ about 200
  1st-pass router iterations ........................ 3

[STA]
  Setup-violating endpoint count in the final report ........................ 0
  Slew at the pin with the worst max-slew slack ........................ around 0.17 ns
  Rel. slew slack ........................ between 80% and 90%
  Final Skew ........................ between 0.003 and 0.004 ns
  Post-route minimum period ........................ ~1.3 ns
  Final Hold Violation Tally ........................ 0
  Final period util ........................ between 90% and 100%
  Achievable frequency ........................ 741 MHz
  Count of final max-slew check failures ........................ 0
  Total negative setup slack ........................ 0 ns

[Power]
  Leak Pwr ........................ 0.177 nW
  Total Power Consumption ........................ 0.000358 W
  Highest ir drop seen on vdd ........................ around 0.19 mV
  Pwr/cell area ........................ roughly 850 nW/um^2

[Flow run]
  OpenROAD warning count ........................ 28
  Number of max-cap violations ........................ 0

[Status]
  Status ........................ finished, final reports clean

----------------------------------------------------
## layout make-up
type,instances,area [sq um],area share [%]
tap,46,57.6,13.7
multi-input combinational,17,156,37.2
inverter,3,11.3,2.68
timing repair buffer,8,52.6,12.5
clock buffer,3,22.5,5.36
sequential,6,120,28.6
## layer usage
metal  vias to the layer above  wire (um)  global-route usage (%)
met1                        86        245                    1.81
met3                         0         89                    2.16
met4                         0          0                   0.528
met5                         -          0                       0
li1                        104          -                       -
met2                         9        181                    2.57
## what timing repair did
action / 4_1_cts / 5_1_grt
pin swaps: 4 / 2
gates resized: 16 / 9
setup buffers: 1 / 0
setup endpoints to repair: 4 / 3
## power by group
part	internal [W]	leakage, nW	switching, W
logic	0.0000205	0.114	0.0000133
clock network	0.0000965	0.0138	0.0000558
registers	0.000172	0.0483	0
total	0.000289	0.177	0.0000691
## critical path, cell delays in order
cell	delay, ns
buf_2	0.10
inv_2	0.04
ha_4	0.15
buf_4	0.12
and2_4	0.14
dlygate4sd2_1	0.24
## cells by family after synthesis
kind of cell / count (synthesis) / share of synthesized area [%]
xor gates and xnor gates: 4 / 13.9
buffers and inverters: 3 / 4.46
DFF: 6 / 47.5
and+or+nand+nor: 10 / 19.3
adders and majority gates: 3 / 14.9
## Yosys cell counts
library cell	number	area [sq um]
ha_1	3	37.5
and3_1	1	6.26
inv_1	3	11.3
and2_1	1	6.26
xor2_1	1	8.76
xnor2_1	3	26.3
dfxtp_1	6	120
nor2b_1	1	6.26
nor2_1	4	15.0
nand3_1	3	15.0
## metrics by stage
stage,instances,utilization (%),setup slack [ns],hold WS [ns],cell area [sq um]
4_1_cts,83,12.2,-0.158,0.413,415
2_1_floorplan,26,-,0.415,0.379,253
6_report,83,12.3,0.0512,0.416,420
3_3_place_gp,79,11.1,-0.557,0.391,378
5_1_grt,83,12.3,-0.00265,0.423,420
3_5_place_dp,79,11.1,-0.577,0.404,378
## worst min-delay path by stage
stage,startpoint,to
4_1_cts,counter[0],counter[0]
5_1_grt,counter[0],counter[0]
6_report,counter[0],counter[0]
No activity file was given, so power comes from the tool's default toggle rates.
